===== /design/flow/run.sh =====
#!/bin/bash
# OpenROAD 26Q1-2900-gdf79404cd8, Yosys 0.63+post, stock flow scripts
make -C /OpenROAD-flow-scripts/flow DESIGN_CONFIG=/design/flow/config.mk WORK_HOME=/design/flow/orfs finish

===== /design/flow/config.mk =====
export PLATFORM = sky130hd
export DESIGN_NAME = sram_64x10b
export DESIGN_NICKNAME = sram_64x10b
export VERILOG_FILES = /design/flow/design.v
export SDC_FILE = /design/flow/constraint.sdc
export NUM_CORES = 4
export LEC_CHECK = 1
export CORE_UTILIZATION = 30

===== /design/flow/constraint.sdc =====
current_design sram_64x10b

set clk_period 4.6
set clk_io_pct 0.2

create_clock -name clk0 -period $clk_period [get_ports {clk}]

set non_clock_inputs [all_inputs -no_clocks]
set_input_delay [expr $clk_period * $clk_io_pct] -clock clk0 $non_clock_inputs
set_output_delay [expr $clk_period * $clk_io_pct] -clock clk0 [all_outputs]

===== /design/flow/design.v =====
module sram_64x10b #(        
    parameter WordNum  = 350,  
    parameter BitWidth = 1  
)(
    input                     clk,    
    input                     csb,    
    input                     wsb,    
    input      [9:0]          waddr,  
    input      [BitWidth-1:0] wdata,  
    input      [9:0]          raddr,  
    output reg [BitWidth-1:0] rdata   
);
reg [BitWidth-1:0] mem [0:WordNum-1];
always @(posedge clk) 
begin
    if(~csb && ~wsb)
        mem[waddr] <= wdata;
end
always @(posedge clk) begin
    if(~csb)
        #(1) rdata <= mem[raddr];
end
task load_param(
    input integer        index,
    input [BitWidth-1:0] param_input
);
    mem[index] = param_input;
endtask
endmodule

==> run notes <==
impl run done, here's what came out: Largest delay share family, worst path=AND-OR/OR-AND gates, Post-DRT Antenna Nets=0, met2 GRT Util=23.0%, total power=0.00669 W, Mux area share=13.6%, clock network power share=42.1%, critical path cell sequence=clkdlybuf4s50_1, buf_4, nor3b_1, o21ai_0, o311ai_0, nor4_1, o21ai_0, o21ai_0, o41ai_1, design area=0.0175 mm^2, die height=228 um, Peak Freq=284 MHz, total negative setup slack=0 ns, clock buffer depth=3, vias in the first global route=9,120, Tmin final=3.52 ns, Flop pwr share=52.7%, worst path bufs/invs=2, crit share post-route=76.4%, fin. max-slew vios=0, Tool Warnings=29, Synth Seq Share=68.6%, first drt pass iteration count=5, slowest CP cell=clkdlybuf4s50_1, RSZ-0062 raised after global routing=false, All-Layer GR Usage=15.0%, clk slew on worst S/H paths=0.06 ns, Net Switching=0.00137 W, CTS buffer count=38, Cell area leaders=edfxtp_1, mux4_2, nor2_1, status=finished clean, Avg WL per Cell=20.2 um, WS Path Type=input pin to register, top cell type's share of synthesized area=68.6%, Pwr Density=383 mW/mm^2, routed wire length=36.2 mm, Avg Cell Area, Syn=14.2 um^2, FA/HA/MAJ Cells, Area Fraction=0%, Die ar.=0.0521 mm^2, AND-OR/OR-AND Cells, Area Fraction=2.65%, 1st-iter DRT viols=622, internal power=0.00532 W, largest stage delay on the critical path=0.54 ns, Dominant comb cell=multiplexers, placed cell area=0.0163 mm^2, Most Frequent Cell on Critical Path=o21ai_0, CTS Sinks=351, diode count=0, first-pass GRT wire length=55.4 mm, met1 Use GR=19.0%, worst hold path type=input pin to register, CTS resizes=0, Post-CTS Setup Bufs=0, layout cells sized above 1=14.3%, # H-tree levels=2, GRT overflow=0, asr flop ratio synth=0%, maximum vdd drop=0.000194 V, Post-route DRC=0, starting density of the core=30.5%, row count=82, met3 usage=9.62%, Critical Path End Type=register, Chip Width=228 um, yosys cell count=1,085, post-synthesis cell count=1,085, post-layout util=34.7%, # port buffers=22, top-count cell post-synth=nor2_1, synth unique cells=44, worst skew pair latency=0.51 ns, Fillers=4,722, vias per cell=4.99, largest net degree at the start of global routing=224, Core ar.=0.0504 mm^2, CP arrival=3.78 ns, cts hold-fix bufs=0, largest area contributor in the synthesized netlist=edfxtp_1, CP startpoint kind=input pin, Simple-Gate Fraction of Synth Area=12.4%, Slew @ Worst Pin=0.873 ns, flip-flops with a built-in enable=351, Post-synth regs=351, Slew headroom=41.8%, RePlAce Congestion=0.852, yosys xor share=0%, number of instances in the placed design=1,726, Yosys Chip Area=0.0154 mm^2, Clock Skew=0.0127 ns, Worst EP required=4.86 ns, Final Hold Vio Count=0, mapped cell area=0.0154 mm^2, worst-path fanout max=26, Combinational Power Share=5.2%, Dominant Register Cell=edfxtp_1, Synth Warn #=1, via count=8,942, most used routing layer=met2, initial antenna violation count=0, Sw Ratio=20.5%, final cell count without fillers=1,791, Leakage=5.10 nW, Final setup viols=0, CTS tree=yes, Area growth, synth to finish=13.6%, DP HPWL=20.7 mm, top cells by count=nor2_1, edfxtp_1, mux4_2, Root Buffer=clkbuf_16, # IOs=25, max_cap viols=0
## registers in the layout (all words and copies together), names as in the netlist
register and count:
mem 350, rdata 1
## cell type report
cell class / count / area [um^2] / share of cell area, %
sequential: 351 / 10500 / 60.4
inverter: 4 / 15.0 / 0.0860
clock buffer: 52 / 1020 / 5.87
tap: 672 / 841 / 4.82
timing repair buffer: 56 / 528 / 3.02
clock inverter: 13 / 111 / 0.638
multi-input combinational: 643 / 4400 / 25.2
## power groups by stage
stage / combinational, W / sequential, W / clock (W)
CTS: 0.000355 / 0.00352 / 0.00287
global route: 0.000381 / 0.00352 / 0.00300
finish: 0.000350 / 0.00352 / 0.00281
## through the flow
step	hold WS [ns]	worst slack (ns)
after CTS	0.901	1.08
after global routing	0.911	0.913
after floorplan	0.991	1.55
after detailed placement	1.20	0.532
final	0.895	1.08
after global placement	1.18	0.487
## metal layers
metal | vias to the layer above | wire length, um
met5 | - | 0
met4 | 0 | 585
met3 | 50 | 5160
met2 | 459 | 17000
met1 | 4406 | 13500
li1 | 4027 | -
## cells in the final DEF (no fill, tap or decap), types with 4 or more instances in the layout
master	n
nor3b_1	4
a211oi_1	7
buf_12	4
o221ai_1	5
clkbuf_16	39
nand2b_1	4
o22ai_1	14
nor2_1	357
nor3_1	12
a21oi_1	7
mux2i_1	39
clkbuf_1	13
nor4_1	4
edfxtp_1	351
nand2_1	46
buf_4	31
nor2b_1	10
clkdlybuf4s50_1	19
clkinv_1	9
nand3_1	15
o21ai_0	5
mux4_2	71
nand4_1	7
mux2_2	6
## logic make-up (layout without fill, tap and decap cells)
| family | after synthesis | after routing |
|---|---|---|
| AND/OR/NAND/NOR | 468 | 468 |
| flip-flops | 351 | 351 |
| multiplexers | 117 | 117 |
| buffers and inverters | 91 | 125 |
| AND-OR/OR-AND | 58 | 58 |
## path summary, 6_finish.rpt
path / endpoint / start / slack (ns) / depth (start not counted)
worst max-delay path: rdata / raddr[2] / 1.08 / 9
worst min-delay path: mem[283] / wdata[0] / 0.90 / 1
worst max register to register: rdata / mem[39] / 2.21 / 7
worst min register to register: rdata / mem[348] / 1.23 / 6
Power figures rest on the tool's default switching activity, not on a simulated workload.
