<file path="./config.mk">
export PLATFORM = sky130hd
export DESIGN_NAME = sram_512x32b
export DESIGN_NICKNAME = sram_512x32b
export VERILOG_FILES = /design/flow/design.v
export SDC_FILE = /design/flow/constraint.sdc
export NUM_CORES = 4
export LEC_CHECK = 1
export CORE_UTILIZATION = 30
</file>
<file path="./constraint.sdc">
current_design sram_512x32b

set clk_period 15.4
set clk_io_pct 0.2

create_clock -name clk0 -period $clk_period [get_ports {clk}]

set non_clock_inputs [all_inputs -no_clocks]
set_input_delay [expr $clk_period * $clk_io_pct] -clock clk0 $non_clock_inputs
set_output_delay [expr $clk_period * $clk_io_pct] -clock clk0 [all_outputs]
</file>
<file path="./run.sh">
#!/bin/bash
# OpenROAD 26Q1-2900-gdf79404cd8, Yosys 0.63+post, stock flow scripts
make -C /OpenROAD-flow-scripts/flow DESIGN_CONFIG=/design/flow/config.mk WORK_HOME=/design/flow/orfs finish
</file>
<file path="./design.v">
module sram_512x32b #(        
    parameter WordNum  = 3500,  
    parameter BitWidth = 1  
)(
    input                     clk,    
    input                     csb,    
    input                     wsb,    
    input      [20:0]          waddr,  
    input      [BitWidth-1:0] wdata,  
    input      [20:0]          raddr,  
    output reg [BitWidth-1:0] rdata   
);
reg [BitWidth-1:0] mem [0:WordNum-1];
always @(posedge clk) begin
    if(~csb && ~wsb)
        mem[waddr] <= wdata;
end
always @(posedge clk) begin
    if(~csb)
        #(1) rdata <= mem[raddr];
end
task load_param(
    input integer        index,
    input [BitWidth-1:0] param_input
);
    mem[index] = param_input;
endtask
endmodule
</file>
==> impl_metrics.env <==
# flow metrics
export IMPL_synth_cell_type_count=63
export IMPL_worstHoldStart="mem[642]"
export IMPL_cts_hold_buffers=0
export IMPL_globalplace_congestion=0.881
export IMPL_root_buffer="clkbuf_16"
export IMPL_row_count=259
export IMPL_swShare_pct=21.4
export IMPL_cts_buffers_inserted=354
export IMPL_ys_top_logic_family="multiplexers"
export IMPL_cts_sinks=3501
export IMPL_postSynthAreaPerCell_um2=14.9
export IMPL_p_seq_share_pct=52.3
export IMPL_power_density_mw_per_mm2=118
export IMPL_avgRoutedWirePerCell_um=26.6
export IMPL_chip_area_mm2=0.504
export IMPL_grt_setup_unrepaired="no"
export IMPL_cts_resized=0
export IMPL_clock_path_buffers=4
export IMPL_h_tree_depth=5
export IMPL_p_leak_nw=49.6
export IMPL_netlist_instances=10100
export IMPL_drive_gt1_share_pct=18.6
export IMPL_reg2reg_slack_ns=11.21
export IMPL_synth_area_mm2=0.150
export IMPL_period_minus_slack_ns=8.32
export IMPL_max_freq_ghz=0.120
export IMPL_ys_area_mm2=0.150
export IMPL_cap_violations=0
export IMPL_yosys_warnings=1
export IMPL_holdPathStages=8
export IMPL_p_switching_mw=4.29
export IMPL_yosys_area_share_aoi_pct=2.24
export IMPL_layoutNonFillerInstCount=16800
export IMPL_finalWirelength_mm=447
export IMPL_synth_main_ff_cell="edfxtp_1"
export IMPL_pwr_share_clk_pct=42.8
export IMPL_hold_path_class="flop to flop"
export IMPL_fin_skew_ns=0.0883
export IMPL_grt_pass1_wl_mm=639
export IMPL_crit_reg2reg_capture="rdata"
export IMPL_cp_arrival_ns=8.98
export IMPL_intPower_mw=15.7
export IMPL_synthAdderAreaFrac_pct=0
export IMPL_cts_tree="done"
export IMPL_dp_cells=16100
export IMPL_cp_max_fo=68
export IMPL_fin_setup_tns_ns=0
export IMPL_ys_ff=3501
export IMPL_yosys_stat_seqShare_pct=69.9
export IMPL_dr_pass1_iters=5
export IMPL_mux_share_pct=14.6
export IMPL_pwr_share_comb_pct=4.8
export IMPL_hold_viol_final=0
export IMPL_min_to="rdata"
export IMPL_edf_count=3501
export IMPL_core_util_floorplan_pct=30.2
export IMPL_synth_async_reset_ratio_pct=0
export IMPL_slew_headroom_pct=22.1
export IMPL_reg2reg_from="mem[1092]"
export IMPL_worst_pin_slew_ns=1.17
export IMPL_yosys_cells=10100
export IMPL_period_used_pct=54.0
export IMPL_clock_latency_ns=0.92
export IMPL_coreArea_mm2=0.498
export IMPL_io_pins=47
export IMPL_viasPerCell=5.15
export IMPL_drt_iter0_drc=7166
export IMPL_die_x_um=710
export IMPL_criticalPathCategory="primary input to flop"
export IMPL_area_delta_synth_final_pct=12.7
export IMPL_outcome="finished, final reports clean"
export IMPL_rr_worst_depth=11
export IMPL_overflow=0
export IMPL_drcViolationCount=0
export IMPL_grt_use_total_pct=18.9
export IMPL_slew_viol_final=0
export IMPL_die_h_um=710
export IMPL_simple_gate_area_share_pct=10.2
export IMPL_setup_violations=0
export IMPL_ir_worst_vdd_mv=0.0958
export IMPL_cp_start_kind="primary input"
export IMPL_path_clk_slew_ns=0.06
export IMPL_grt_pass1_vias=90000
export IMPL_dr_total_vias=86500
export IMPL_xor_share_pct=0
export IMPL_worstSetupEndpointType="flop"
export IMPL_warning_count=64
export IMPL_dp_hpwl_mm=245
export IMPL_antenna_found_initial=21
export IMPL_portBuffers=28
export IMPL_postCtsSetupRepairBufs=0
export IMPL_cp_data_required_time_ns=16.06
export IMPL_ant_nets=0
export IMPL_grt_max_degree=208
[registers in the layout (all words and copies together) (netlist names)]
name / cells
rdata: 1
mem: 3500
[how the worst max path moves through the flow]
stage | end | start
after CTS | rdata | raddr[0]
final | rdata | raddr[0]
after global routing | rdata | raddr[0]
[metal layers]
| metal | track usage (%) | wire length [µm] | up-vias |
|---|---|---|---|
| li1 | - | - | 36800 |
| met1 | 20.1 | 139000 | 43600 |
| met2 | 27.8 | 203000 | 5236 |
| met3 | 16.3 | 88200 | 806 |
| met4 | 5.14 | 15600 | 42 |
| met5 | 0.695 | 677 | - |
[layout by cell type (no fill, tap or decap), types with 8 or more instances in the layout]
cell and count:
clkdlybuf4s50_1 19, a221oi_1 16, and3b_1 10, bufinv_16 37, nand2_4 65, nor3_1 58
buf_12 11, edfxtp_1 3501, nand2_1 121, nand3_1 15, inv_6 10, a31oi_1 11
buf_4 364, o22ai_1 75, a22o_1 19, diode_2 10, o31ai_1 10, clkbuf_1 70
nor2_1 3546, a211oi_1 25, clkinv_2 49, o221ai_1 90, mux4_2 853, clkbuf_16 362
nor3b_2 8, nand2_2 52, mux2i_1 270, and2_1 8, clkinv_1 77, nor2b_1 8
nor4_1 13, a21oi_1 93, a22oi_1 65, clkinvlp_4 15, o21ai_0 20
[metrics by stage]
step / total power, mW / utilization [%] / hold slack (ns) / worst slack (ns) / area [µm²]
after floorplan: 11.2 / - / 1.24 / 9.30 / 150000
after global placement: 11.6 / 31.7 / 1.80 / 6.09 / 158000
after detailed placement: 11.7 / 31.7 / 1.81 / 6.09 / 158000
after CTS: 20.1 / 34.0 / 1.81 / 7.06 / 169000
after global routing: 20.5 / 34.0 / 2.08 / 6.69 / 169000
final: 20.0 / 34.0 / 1.86 / 7.08 / 170000
[critical path: stages]
cell	delay (ns)
buf_16	0.37
buf_12	0.52
buf_4	0.61
buf_4	0.62
mux4_2	0.57
mux2_2	0.28
o21ai_0	0.15
a21oi_1	0.10
nor4_1	0.61
a211oi_1	0.18
or4_1	0.65
a2111oi_2	0.70
nor3_1	0.12
buf_4	0.23
[kinds of logic after synthesis]
group                  Yosys count
multiplexers                  1130
buffers and inverters         1001
AND/OR/NAND/NOR               3973
flip-flops                    3501
AND-OR/OR-AND                  472
[layout make-up]
cell class	count	area (µm²)
repair buffers	400	3240
fillers	47300	329000
clock inverters	195	1970
inverters	9	48.8
flip-flops and latches	3501	105000
multi-input cells	5575	41400
well taps	6655	8330
clock buffers	432	9320
diodes	10	25.0
[cells in the mapped netlist, drive strengths merged (3+ instances only)]
master,n,area (µm²)
a2111oi,9,85.1
a211oi,25,188
a21oi,93,465
a221oi,16,140
a22o,19,166
a22oi,65,488
a311oi,6,52.6
a31oi,11,68.8
a32oi,6,52.6
and2,8,50.1
and3,7,43.8
and3b,10,87.6
and4,3,26.3
buf,217,1560
clkbuf,775,2910
edfxtp,3501,105000
inv,9,33.8
mux2,7,78.8
mux2i,270,2700
mux4,853,19200
nand2,238,893
nand2b,8,50.1
nand3,15,75.1
nand3b,5,37.5
nand4,5,31.3
nor2,3551,13300
nor2b,13,81.3
nor3,61,305
nor3b,11,82.6
nor4,13,81.3
o211ai,4,30.0
o21ai,21,105
o221ai,90,788
o22ai,75,469
o311ai,5,43.8
o31ai,10,75.1
or2,5,31.3
or3,5,31.3
or3b,5,43.8
or4,6,45.0
[power by group through the flow]
stage / clock [mW] / combinational, mW / sequential [mW]
finish: 8.58 / 0.968 / 10.5
global route: 9.01 / 1.03 / 10.5
CTS: 8.68 / 0.970 / 10.5
Power and IR drop assume default switching activity.
